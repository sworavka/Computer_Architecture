==> ./run.sh <==
#!/bin/bash
# OpenROAD 26Q1-2900-gdf79404cd8, Yosys 0.63+post, stock flow scripts
make -C /OpenROAD-flow-scripts/flow DESIGN_CONFIG=/design/flow/config.mk WORK_HOME=/design/flow/orfs finish
==> ./config.mk <==
export PLATFORM = sky130hd
export DESIGN_NAME = NextPClogic
export DESIGN_NICKNAME = NextPClogic
export VERILOG_FILES = /design/flow/design.v
export SDC_FILE = /design/flow/constraint.sdc
export NUM_CORES = 4
export LEC_CHECK = 1
export CORE_AREA = 10 10 136 136
export DIE_AREA = 0 0 146 146
==> ./constraint.sdc <==
current_design NextPClogic

set clk_period 35.4
set clk_io_pct 0.2

create_clock -name clk0 -period $clk_period

set non_clock_inputs [all_inputs -no_clocks]
set_input_delay [expr $clk_period * $clk_io_pct] -clock clk0 $non_clock_inputs
set_output_delay [expr $clk_period * $clk_io_pct] -clock clk0 [all_outputs]
==> ./design.v <==
module NextPClogic(NextPC, CurrentPC, SignExtImm64, Branch, ALUZero, Uncondbranch);
	input [63:0] CurrentPC, SignExtImm64;
	input Branch, ALUZero, Uncondbranch;
	output reg [63:0] NextPC;
	always @(*) begin
		#1;
		if((Branch && ALUZero)||(Uncondbranch && !ALUZero)) begin 
			#2;
			NextPC = CurrentPC + (SignExtImm64 << 2);
		end
		else begin
			#1;
			NextPC = CurrentPC + 4;
		end
	end
endmodule
==> GITHUB_STEP_SUMMARY <==
### Flow metrics

| Metric | Value |
|---|---|
| Initial DRC count | 175 |
| Synth area leaders | ha_1 (19%), nor2b_1 (10%), a21oi_1 (9.8%) |
| Fp util | a little over a quarter |
| Worst Max-Slew Pin Slew | 0.475 ns |
| CTS resizes | 0 |
| CP Launch Type | input port |
| Comb pwr share | 100.0% |
| Final instance area | 0.00615 sq mm |
| Vias per cell | 4.89 |
| P_int | 0.0689 mW |
| Status | completed |
| Post-synthesis cell type count | ~61 |
| # IOs | 195 |
| CLK BUF | 0 |
| Slew Viols, Final | 0 |
| Share of post-route cells with drive strength above 1 | around 2.6% |
| Drt wl/cell | 16.0 um |
| YS chip area | 0.00410 sq mm |
| Placed Area | approximately 0.0061 sq mm |
| Clock power share | 0% |
| Critical Path End Type | output pin |
| Setup Fix Bufs, Post-CTS | 0 |
| Hold buffers post-CTS | 0 |
| Final period util | a little over half |
| Tool warnings | 34 |
| Core area | 0.0157 sq mm |
| Max cap viols | 0 |
| Routability cong. | 0.892 |
| Pwr Density | 19.7 mW/mm^2 |
| Global-route wire length before repair | 25300 um |
| FFs & Latches | 0 |
| Required time worst endpoint | roughly 28 ns |
| Number of global-route vias before repair | 4827 |
| Aggregate global-route resource usage | 14.1% |
| Net Sw Frac | 43.2% |
| Port bufs | 189 |
| WL final | around 16000 um |
| F_max | between 0.05 and 0.06 GHz |
| DR vias | about 4800 |
| Inst Count DP | 987 |
| Fin cells | 987 |
| Post-synthesis sequential area ratio | 0% |
| DIE HEIGHT | 146 um |
| Post-DP HPWL | 13800 um |
| Static leakage | 2.54 nW |
| Final hold viol count | 0 |
| Hold Path Class | in -> out |
| Antenna Diode Count | 0 |
| Synth warnings | 1 |
| Top cell area share | a little under a fifth |
| CP arrival | 11.64 ns |
| Unrepaired setup endpoints after global routing | no |
| Synth-to-Final Area Change | 50.1% |
| Antenna-violating nets left | 0 |
| Final setup vio count | 0 |
| Sum Neg Setup Slack | 0 ns |
| Antenna violations before repair | 0 |
| Rows | 46 |
| # DRC | 0 |
| Die width | 146 um |
| Sequential fraction of design power | 0% |
| Synthesized instance count | 612 |
| Maximum vdd drop | 0.00000916 V |
| Syn_area_per_cell | around 6.7 sq um |
| TritonRoute pass-1 iters | 4 |
| Reg area | 0 sq um |
| Die area | 0.0213 sq mm |
| Worst hold slack | 14.16 ns |
| Rel. slew slack | 68.3% |
| Post-Synthesis Cell Area | 0.00410 sq mm |
| Final Critical Period | between 15 and 20 ns |
| Final Core Density | between 30% and 40% |
| Pin count of the biggest net entering global routing | around 40 |
| Worst-path fanout max | 39 |
| Grt ovf | 0 |
| P_sw | between 0.05 and 0.06 mW |
| Crit path kind | in -> out |
| Ys cells | 612 |
| Post-synth top area cell | ha_1 |
kinds of logic (layout without fill, tap and decap cells):
logic type	after synthesis	count (layout)	synth area share, %
adder cells (fa/ha/maj)	62	62	19.1
AND/OR/NAND/NOR	220	220	28.6
multiplexers	1	1	0.244
buffers and inverters	47	206	4.70
AND-OR/OR-AND	221	221	34.3
XOR/XNOR	61	61	13.0
cell usage in the layout (no fill, tap or decap), types with 3 or more instances in the layout:
master,netlist,routed
clkdlybuf4s50_1,0,189
a21oi_1,80,80
nor2b_1,67,67
ha_1,61,61
nand2_1,50,50
o21ai_0,38,38
xnor2_1,37,37
nor2_1,32,32
a21o_1,25,25
xor2_1,24,24
nand4_1,19,19
inv_1,15,15
o21bai_1,15,15
nand2b_1,10,10
a31oi_1,10,10
o21a_1,9,9
and3_1,9,9
nand3_1,8,8
o21ai_1,7,7
nor3_1,7,7
o211ai_1,6,6
and2_1,5,5
or3_1,3,3
synthesized netlist by cell type, types with 3 or more instances:
library cell and instances:
and2_1 5, nor2_1 32, ha_1 61, nand4_1 19, xnor2_1 37, a31oi_1 10
nand2b_1 10, a21o_1 25, xor2_1 24, buf_4 3, and3_1 9, o21bai_1 15
o211ai_1 6, a21oi_1 80, o21a_1 9, o21ai_0 38, inv_1 15, o21ai_1 7
buf_2 3, nor3_1 7, nand3_1 8, nor2b_1 67, nand2_1 50, or3_1 3
clkbuf_1 25
final cells by class:
type                       count  area [sq um]
fill                        1665          9560
inverter                      15          56.3
multi-input combinational    565          3920
tap                          216           270
timing repair buffer         191          1910
layer usage:
metal	routed length, um	global-route usage, %
met1	7210	18.3
met2	7700	25.2
met3	785	2.34
met4	63	0.501
met5	0	0
critical path, stage by stage:
cell and delay [ns]:
clkdlybuf4s50_1 0.55, mux2i_4 0.25, buf_4 0.38, or2_2 0.19, ha_1 0.18, inv_1 0.06, fa_1 0.40, nand2b_1 0.20
a21oi_2 0.19, o21ai_1 0.13, a211oi_2 0.39, o211ai_2 0.18, o21ai_4 0.26, a211oi_2 0.17, o41ai_2 0.32, xor2_1 0.18
clkdlybuf4s50_1 0.51
through the flow:
step / power (mW) / setup WS (ns)
final: 0.121 / 16.68
after global routing: 0.135 / 16.36
after floorplan: 0.0594 / 18.26
after detailed placement: 0.122 / 16.61
after global placement: 0.123 / 16.60
after CTS: 0.123 / 16.57
path summary, 6_finish.rpt:
| check | start | end | slack [ns] | cells past startpoint |
|---|---|---|---|---|
| hold / removal | CurrentPC[0] | NextPC[0] | 14.16 | 0 |
| setup / recovery | ALUZero | NextPC[60] | 16.68 | 17 |
power by group through the flow:
stage / logic, mW / clock network [mW] / registers [mW]
4_1_cts: 0.123 / 0 / 0
5_1_grt: 0.135 / 0 / 0
6_report: 0.121 / 0 / 0
No activity file was given, so power comes from the tool's default toggle rates.
