**/design/flow/design.v**
```verilog
module SignExtender(BusImm, Imm16, Ctrl);
    output reg [63:0] BusImm;
    input [25:0] Imm16;
    input [1:0] Ctrl;
    wire extBit;
    always @(Imm16,Ctrl) begin
        case (Ctrl)
            2'b00: BusImm = {{(64-12){Imm16[11]}}, Imm16[11:0]};
            2'b01: BusImm = {{(64-9){Imm16[20]}}, Imm16[20:12]};
            2'b10: BusImm = {{(64-25){Imm16[25]}}, Imm16[25:0]};
            2'b11: BusImm = {{(64-19){Imm16[23]}}, Imm16[23:5]};
            default: BusImm = 64'b0;
        endcase
    end
endmodule
```
**/design/flow/constraint.sdc**
```tcl
current_design SignExtender

set clk_period 1.4
set clk_io_pct 0.2

create_clock -name clk0 -period $clk_period

set non_clock_inputs [all_inputs -no_clocks]
set_input_delay [expr $clk_period * $clk_io_pct] -clock clk0 $non_clock_inputs
set_output_delay [expr $clk_period * $clk_io_pct] -clock clk0 [all_outputs]
```
**/design/flow/config.mk**
```make
export PLATFORM = sky130hd
export DESIGN_NAME = SignExtender
export DESIGN_NICKNAME = SignExtender
export VERILOG_FILES = /design/flow/design.v
export SDC_FILE = /design/flow/constraint.sdc
export NUM_CORES = 4
export LEC_CHECK = 1
export CORE_AREA = 10 10 70 70
export DIE_AREA = 0 0 80 80
```
**/design/flow/run.sh**
```bash
#!/bin/bash
# OpenROAD 26Q1-2900-gdf79404cd8, Yosys 0.63+post, stock flow scripts
make -C /OpenROAD-flow-scripts/flow DESIGN_CONFIG=/design/flow/config.mk WORK_HOME=/design/flow/orfs finish
```
==> results.sh <==
# implementation run metrics
export IMPL_crit_chain="buf_12 -> mux2i_4 -> mux2i_4 -> buf_6 -> buf_12 -> buf_16 -> buf_6"
export IMPL_finalClockPeriodUsage=1.094
export IMPL_top_area_cell="buf_4"
export IMPL_worst_pin_slew_ps=203.0
export IMPL_grt_pass1_wl_um=5878
export IMPL_utilization=0.5388
export IMPL_fp_util=0.2652
export IMPL_ys_top_cells_by_area="buf_4 (34%), mux2i_1 (30%), mux4_2 (12%), a21oi_1 (6.6%), nor2_1 (5.0%)"
export IMPL_rows=21
export IMPL_gp_congestion=0.7932
export IMPL_drc_errors=0
export IMPL_area_growth_pct=103.2
export IMPL_yosys_cells=108
export IMPL_worst_path_max_fanout=5
export IMPL_flops=0
export IMPL_seqCellArea_um2=0
export IMPL_ioPinCount=92
export IMPL_violations="negative setup slack"
export IMPL_p_per_area_nw_per_um2=389.0
export IMPL_hold_viol=0
export IMPL_grt_pass1_vias=1145
export IMPL_antenna_cells=0
export IMPL_fin_ws_ps=-131.7
export IMPL_hold_path_class="in2out"
export IMPL_drt_iter0_markers=25
export IMPL_worstSetupEndpointType="primary output"
export IMPL_min_period_ps=1532
export IMPL_dieArea_um2=6400
export IMPL_synthCells=108
export IMPL_nClkBuffers=0
export IMPL_die_h_um=80
export IMPL_finalSetupTns_ps=-3649
export IMPL_cp_slowest_cell="mux2i_4"
export IMPL_io_buffers=92
export IMPL_drtAntennaViolNets=0
export IMPL_slowest_delay_ps=250
export IMPL_drive_above_1_share=0.5000
export IMPL_first_pass_iters=3
export IMPL_arrival_ps=1250
export IMPL_synth_warnings=1
export IMPL_synth_seq_share=0
export IMPL_layout_top_cell="buf_6"
export IMPL_required_ps=1120
export IMPL_power_uw=716.0
export IMPL_fp_coreArea_um2=3416
export IMPL_drv_cap=0
export IMPL_place_hpwl_um=2698
export IMPL_die_width_um=80
export IMPL_crit_type="in2out"
export IMPL_slew_headroom=0.8618
export IMPL_status="finished, violations left"
export IMPL_dp_slack_ps=-793.0
export IMPL_synth_top_area_share=0.3398
export IMPL_viasPerCell=4.440
export IMPL_yosysUniqueCellTypes=12
export IMPL_drt_total_wl_um=3819
export IMPL_setup_viol=46
export IMPL_num_fill_cells=308
export IMPL_netlist_area_um2=905.9
export IMPL_antenna_found_initial=0
export IMPL_rsz0062_at_grt="yes"
export IMPL_vias=1030
export IMPL_vdd_drop_max_mv=0.2223
export IMPL_yosys_area_um2=905.9
export IMPL_routedWlPerCell_um=16.46
export IMPL_cp_start_kind="input pin"
export IMPL_holdWs_ps=900.6
export IMPL_grt_usage=0.1122
export IMPL_grt_start_max_net_pins=27
export IMPL_syn_area_per_cell_um2=8.388
export IMPL_max_freq_mhz=652.9
export IMPL_final_layout_top_logic_cells="buf_6 (31), buf_2 (26), mux2i_1 (25), dlygate4sd2_1 (24), buf_4 (14)"
export IMPL_warnings=35
export IMPL_slew_viol_final=0
export IMPL_p_leak_nw=0.9202
export IMPL_grt_ovfl_total=0
## where the power goes
| part | leakage [nW] | internal, mW | switching (mW) |
|---|---|---|---|
| Combinational | 0.920 | 0.491 | 0.225 |
| Clock | 0 | 0 | 0 |
| Sequential | 0 | 0 | 0 |
## logic make-up after synthesis
logic type	Yosys count	share of synthesized area
compound gates	13	0.07182
buf+inv	47	0.4019
mux	35	0.4724
simple gates	13	0.05386
## critical path, delay by kind of cell
family,cells,cell delay (ps)
mux,2,370
buf+inv,5,600
## layout make-up
class | instances | area (um^2) | area share
timing repair buffer | 125 | 1212 | 0.6587
multi-input combinational | 61 | 570.5 | 0.3100
tap | 46 | 57.56 | 0.03127
## worst paths after layout
path                     from         end  slack (ps)  depth (start not counted)
worst max-delay path  Ctrl[1]  BusImm[57]        -130                          7
worst min-delay path  Ctrl[1]  BusImm[23]         900                          3
## metrics by stage
step	cell area, um^2	cells
final	1841	232
after global routing	1841	232
after CTS	1874	234
after detailed placement	1698	215
after global placement	1698	215
after floorplan	918.4	108
## synth_stat cells
cell / count
a21oi_1: 12
buf_2: 3
buf_4: 41
buf_6: 1
buf_8: 2
mux2_2: 2
mux2i_1: 27
mux2i_4: 1
mux4_2: 5
nand2_1: 1
nor2_1: 12
o21ai_1: 1
## repair_timing
action | 4_1_cts | 5_1_grt
hold buffers | 0 | 0
setup buffers | 15 | 1
pin swaps | 11 | 1
resized | 232 | 9
setup endpoints to repair | 64 | 64
gates cloned | 4 | 0
hold endpoints to repair | 0 | 0
## metal layers
metal  track usage  share of wire
met1        0.1438           0.44
met2        0.1685           0.39
met3       0.06705           0.17
met4             0              0
met5             0              0
Power and IR drop assume default switching activity.
